===== /design/flow/run.sh =====
#!/bin/bash
# OpenROAD 26Q1-2900-gdf79404cd8, Yosys 0.63+post, stock flow scripts
make -C /OpenROAD-flow-scripts/flow DESIGN_CONFIG=/design/flow/config.mk WORK_HOME=/design/flow/orfs finish

===== /design/flow/config.mk =====
export PLATFORM = sky130hd
export DESIGN_NAME = apb_top
export DESIGN_NICKNAME = apb_top
export VERILOG_FILES = /design/flow/design.v
export SDC_FILE = /design/flow/constraint.sdc
export NUM_CORES = 4
export LEC_CHECK = 1
export CORE_UTILIZATION = 40

===== /design/flow/constraint.sdc =====
current_design apb_top

set clk_period 1.8
set clk_io_pct 0.2

create_clock -name clk0 -period $clk_period [get_ports {PCLK_i}]

set non_clock_inputs [all_inputs -no_clocks]
set_input_delay [expr $clk_period * $clk_io_pct] -clock clk0 $non_clock_inputs
set_output_delay [expr $clk_period * $clk_io_pct] -clock clk0 [all_outputs]

===== /design/flow/design.v =====
`timescale 1ns / 1ps
module APB_slave #( parameter DATA_WIDTH = 32, parameter ADDR_WIDTH = 32)(
    output  reg [DATA_WIDTH-1:0] PRDATA,
    output                       PREADY_o,
    input                    PREADY,
    input   [DATA_WIDTH-1:0] PWRDATA, 
    input   [ADDR_WIDTH-1:0] PADDR,
    input                    PCLK,
    input                    PRESETn,
    input                    PWRITE,
    input                    PENABLE,
    input                    PSEL
    );
    parameter  IDLE   = 2'd0, SETUP = 2'd1, ACCESS =2'd2;
    reg [DATA_WIDTH-1:0]    APB_MEM [ADDR_WIDTH-1:0];
    reg [1:0] prsnt_state , next_state ;
    always@(posedge PCLK , negedge PRESETn) begin   
        if(!PRESETn)
            prsnt_state <= IDLE ;
        else 
            prsnt_state <= next_state ;
    end
   always@(* ) begin
        next_state <= prsnt_state;
        case (prsnt_state)
            IDLE : begin
                if(PSEL )
                    next_state <= SETUP;        
                else 
                    next_state <= IDLE;
            end
            SETUP : begin
                if(PENABLE)
                    next_state <= ACCESS;
                else 
                    next_state <= IDLE;
            end
            ACCESS : begin
                if(PREADY) begin
                    if(!PSEL) 
                        next_state <= IDLE ;
                    else
                        next_state <= SETUP ;
                end
                else 
                    next_state <= ACCESS;
            end
            default : next_state <= IDLE;
        endcase
   end
   always@(*) begin
         if(!PRESETn)
            PRDATA <= 32'd0;
         else begin
            if((next_state == ACCESS) && !PWRITE)
                PRDATA <= APB_MEM[PADDR];
            else if((next_state == ACCESS) && PWRITE)
                APB_MEM[PADDR] <= PWRDATA ;
            else 
                PRDATA <= 32'd0;    
         end
   end
   assign PREADY_o = PREADY ;
endmodule
`timescale 1ns / 1ps
module apb_master #(parameter DATA_WIDTH = 32, parameter ADDR_WIDTH = 32) (
		output 					PSEL,
		output 					PENABLE,
		output  [ADDR_WIDTH-1:0] PADDR,
		output  [DATA_WIDTH-1:0]	PWRDATA,
		output  					PWRITE,
		output  [DATA_WIDTH-1:0]	PRDATA_o,
		input  [DATA_WIDTH-1:0]	PRDATA,
		input  [DATA_WIDTH-1:0] data_i,
		input  [ADDR_WIDTH-1:0]	addr_i,
		input 					PCLK,
		input 					PRESETn,
		input 					PREADY,
		input 					evnt_trig_i,
		input 					pwrite_i
);
parameter IDLE = 2'd0;
parameter SETUP = 2'd1;
parameter ACCESS = 2'd2;
reg [1:0]	state, next_state;
always@(posedge PCLK) begin
	if(!PRESETn)
		state <= IDLE ;
	else
		state <= next_state ;
end
always@(*) begin
	case(state)
		IDLE : begin
			if (evnt_trig_i)
				next_state <= SETUP ;
			else 
				next_state <= IDLE;
		end
		SETUP : next_state <= ACCESS;
		ACCESS : begin
			if(PREADY)
				next_state <= IDLE ;
			else 
				next_state <= ACCESS ;
		end
		default : next_state <= IDLE ;
	endcase
end
assign PSEL = PRESETn ? (state != IDLE) : 1'b0;
assign PENABLE = (state == ACCESS) ;
assign PWRITE = pwrite_i;
assign PWRDATA = data_i;
assign PADDR = addr_i;
assign PRDATA_o = PRDATA;
endmodule
`timescale 1ns / 1ps
module apb_top #(parameter DATA_WIDTH = 32 , parameter ADDR_WIDTH = 32) (
		output [DATA_WIDTH-1:0]	PRDATA_o,
		input 					PCLK_i,
		input 					PRESETn_i,
		input [DATA_WIDTH-1:0]	PWRDATA_i,
		input [ADDR_WIDTH-1:0]	PADDR_i,
		input 					PWRITE_i,
		input 					PREADY_i,
		input 					EVENT_i
);
	wire [DATA_WIDTH-1:0]	p_rd_intr, pwrdata_intr, paddr_intr;
	wire 					p_ready_intr, psel_intr, pena_intr, pwrite_intr;				
	apb_master  #(.DATA_WIDTH(DATA_WIDTH), .ADDR_WIDTH(ADDR_WIDTH))  master_inst(
		.PCLK(PCLK_i),
		.PRESETn(PRESETn_i),
		.evnt_trig_i(EVENT_i),
		.data_i(PWRDATA_i),
		.addr_i(PADDR_i),
		.pwrite_i(PWRITE_i),
		.PRDATA(p_rd_intr),
		.PREADY(p_ready_intr),
		.PSEL(psel_intr),
		.PENABLE(pena_intr),
		.PADDR(paddr_intr),
		.PWRDATA(pwrdata_intr),
		.PWRITE(pwrite_intr),
		.PRDATA_o(PRDATA_o)
	);
	APB_slave #(.DATA_WIDTH(DATA_WIDTH), .ADDR_WIDTH(ADDR_WIDTH)) slave_inst(
		.PREADY(PREADY_i),
		.PWRDATA(pwrdata_intr), 
		.PADDR(paddr_intr),
		.PCLK(PCLK_i),
		.PRESETn(PRESETn_i),
		.PWRITE(pwrite_intr),
		.PENABLE(pena_intr),
		.PSEL(psel_intr),
		.PRDATA(p_rd_intr),
		.PREADY_o(p_ready_intr)
	);
endmodule

==> flow_metrics.tcl <==
# flow metrics
set metrics [dict create \
    grt_max_degree 68 \
    synth_cells 2492 \
    worstHoldPathType "input pin to async pin" \
    tightestPinTransition_ns 1.067 \
    drc_errors 0 \
    total_leakage_power_nw 11.58 \
    maxSlewViolCount 0 \
    cts_htree_levels 1 \
    syn_to_final_growth_pct 8.034 \
    synth-edff-count 0 \
    fin_crit_sh 0.7251 \
    fin_tns_setup_ns 0 \
    cp-start-kind "input pin" \
    io_pins 101 \
    crit_end "slave_inst.prsnt_state[2]" \
    worstPathRequired_ns 1.95 \
    syn-cell-area_um2 24250 \
    outcome "finished clean" \
    coreArea_um2 59460 \
    cp-startpoint "PREADY_i" \
    grt_overflow 0 \
    skew_ns 0.001208 \
    drt_iter0_drc 1962 \
    antenna_found_initial 2 \
    ctsResizeCount 0 \
    cts_tree "built" \
    hpwlAfterDp_mm 51.24 \
    unconstrained_endpoints 1088 \
    topCellsByArea "dlxtn_1 66%, nand3_1 11%, nand4_1 3.6%" \
    wl_mm 88.68 \
    timing.hold.ws_ns 0.3785 \
    common_cells "1056 x dlxtn_1, 520 x nand3_1, 138 x nand4_1, 114 x clkbuf_1, 103 x a22oi_1" \
    vdd_ir_drop_max_mv 0.3058 \
    cts_buffers 3 \
    end_kind "flop" \
    insertion_delay_ns 0.23 \
    cts_buffer_depth 2 \
    hold_buffers 0 \
    hold_violations 0 \
    min_period_ns 1.305 \
    criticalPathCategory "input pin to flop" \
    cp_top_family "buffers and inverters" \
    path_max_fanout 3 \
    drive_gt1_frac 0.06270 \
    ant_nets 0 \
    powerDensity_nw_per_um2 152.0 \
    die_h_um 248.2 \
    fill_cells 5562 \
    rsz0062_at_grt "false" \
    cp_num_cells 4 \
    ys_area_um2 24250 \
    cp_num_buf_inv 1 \
    grt_pass1_wl_mm 130.7 \
    top_cell_area_share 0.6557 \
    max_slew_margin 0.2872 \
    wl_per_cell_um 27.19 \
    rrSetupSlack_ns 0.72 \
    synth_cell_types 55 \
    core.rowCount 89 \
    crit_chain "clkdlybuf4s50_1 > a21oi_1 > or2_2 > nor2_1" \
    ff_type "dlxtn_1" \
    synth_warnings 3 \
    fp_util 0.4078 \
    via_per_inst 6.283 \
    slowest_stage "clkdlybuf4s50_1" \
    num_vias 20494 \
    async_reset_ff_frac 0.002828 \
    tool_warnings 52 \
    critPathArrivalTime_ns 1.46 \
    crit_path_max_incr_delay_ns 0.53 \
    unclocked_pins 1056 \
    yosys_cells 2492 \
    setup_viol 0 \
    syn_area_per_cell_um2 9.730 \
    maxCapViolations 0 \
    cts_root_buffer "clkbuf_16" \
    routabilityCongestion 0.9043 \
    drt_pre_antenna_iters 5 \
    die_width_um 248.2 \
    reg2reg_to "slave_inst.prsnt_state[2]" \
    die_area_um2 61610 \
    grt_usage 0.3021 \
    synth.most_common_cell "dlxtn_1" \
    grt_pass1_vias 19120 \
    r2r_cells 3 \
    reg2reg_from "slave_inst.prsnt_state[0]" \
    fmax_mhz 766.1 \
    top_area_cell "dlxtn_1" \
    synth-seq-cells 1061 \
    clkTransAtPathRegs_ns 0.03 \
    cts_setup_buffers 0 \
    port_buffers 73 \
]
## registers in the layout, indices dropped and copies added, names as in the netlist
| signal | cells |
|---|---|
| slave_inst.prsnt_state | 3 |
| slave_inst.APB_MEM | 1024 |
| master_inst.state | 2 |
| slave_inst.PRDATA | 32 |
## per-stage QoR
stage	instance area, µm²	power, mW	util	worst slack [ns]	instances
2_1_floorplan	24250	2.676	-	0.8080	2492
3_3_place_gp	26120	3.515	0.4392	0.3469	3257
3_5_place_dp	26120	3.570	0.4392	0.3042	3257
4_1_cts	26190	3.951	0.4405	0.4996	3261
5_1_grt	26190	4.215	0.4405	0.4498	3261
6_report	26200	3.981	0.4405	0.4947	3262
## report_power, final
group / switching [mW] / internal [mW] / leakage, nW
clock: 0.0697 / 0.293 / 0.0382
sequential: 0.285 / 1.57 / 8.64
combinational: 1.28 / 0.483 / 2.90
total: 1.64 / 2.34 / 11.6
## worst min-delay path by stage
| stage | slack, ns | endpoint | startpoint | cells past startpoint |
|---|---|---|---|---|
| 4_1_cts | 0.38 | slave_inst.prsnt_state[1] | PRESETn_i | 1 |
| 5_1_grt | 0.41 | slave_inst.prsnt_state[1] | PRESETn_i | 1 |
| 6_report | 0.38 | slave_inst.prsnt_state[1] | PRESETn_i | 1 |
## layout by cell type, fill, tap and decap left out, types with 8 or more instances in the layout
| cell | count |
|---|---|
| a2111oi_0 | 8 |
| a21oi_1 | 10 |
| a22o_1 | 40 |
| a22oi_1 | 103 |
| a31oi_1 | 29 |
| a32o_1 | 20 |
| a32oi_1 | 24 |
| and3_1 | 43 |
| and4_1 | 21 |
| buf_4 | 111 |
| clkdlybuf4s50_1 | 71 |
| dlxtn_1 | 1056 |
| nand2_1 | 40 |
| nand3_1 | 514 |
| nand3b_1 | 10 |
| nand4_1 | 138 |
| nor2_1 | 31 |
| nor2_2 | 8 |
| nor3_1 | 28 |
| nor4_1 | 30 |
| o21bai_1 | 27 |
## routing by layer
layer,wire (µm),track usage
met1,36380,0.4466
met2,39240,0.4419
met3,10070,0.09368
met4,2992,0.08680
met5,11,0
## cell type report
cell class	count	area, µm²	area share
Sequential cell	1061	15970	0.6097
Multi-Input combinational cell	1236	7611	0.2905
Antenna cell	1	2.502	0.00009552
Clock buffer	4	78.83	0.003009
Timing Repair Buffer	184	1554	0.05932
Tap cell	773	967.2	0.03692
Inverter	3	11.26	0.0004299
## cell families (layout without fill, tap and decap cells)
family / Yosys count / in the layout / share of synthesized area
AND/OR/NAND/NOR: 919 / 919 / 0.2057
other: 0 / 1 / 0
AND-OR/OR-AND: 312 / 312 / 0.1008
latches: 1056 / 1056 / 0.6557
buffers and inverters: 195 / 191 / 0.03261
flip-flops: 5 / 5 / 0.004799
multiplexers: 5 / 5 / 0.002270
Power and IR drop assume default switching activity.
